**flow/run.sh**
```bash
#!/bin/bash
# OpenROAD 26Q1-2900-gdf79404cd8, Yosys 0.63+post, stock flow scripts
make -C /OpenROAD-flow-scripts/flow DESIGN_CONFIG=/design/flow/config.mk WORK_HOME=/design/flow/orfs finish
```
**flow/config.mk**
```make
export PLATFORM = sky130hd
export DESIGN_NAME = des
export DESIGN_NICKNAME = des
export VERILOG_FILES = /design/flow/design.v
export SDC_FILE = /design/flow/constraint.sdc
export NUM_CORES = 4
export LEC_CHECK = 1
export CORE_AREA = 10 10 70 70
export DIE_AREA = 0 0 80 80
```
**flow/constraint.sdc**
```tcl
current_design des

set clk_period 1.4
set clk_io_pct 0.2

create_clock -name clk0 -period $clk_period [get_ports {clk}]

set non_clock_inputs [all_inputs -no_clocks]
set_input_delay [expr $clk_period * $clk_io_pct] -clock clk0 $non_clock_inputs
set_output_delay [expr $clk_period * $clk_io_pct] -clock clk0 [all_outputs]
```
**flow/design.v**
```verilog
`timescale 1ns / 1ps
module des(
    input clk,
    input areset,     
    input bump_left,
    input bump_right,
    input ground,
    input dig,
    output walk_left,
    output walk_right,
    output aaah,
    output digging ); 
    parameter LEFT = 3'b000, RIGHT = 3'b001, FALL_L = 3'b010, FALL_R = 3'b011, DIG_L = 3'b100, DIG_R = 3'b101;
    reg [2:0]  state = 3'b110, next_state = 3'b111;
    always @(*) begin
        state <= next_state;
    end
    always @(posedge clk or posedge areset) begin
        begin
            if(areset)
                next_state <= LEFT;
            else
                case (state)
                    LEFT : begin
                        if(!ground)
                            next_state <= FALL_L;
                        else if(dig & ground)
                            next_state <= DIG_L;
                        else if(bump_left)
                            next_state <= RIGHT;
                        else
                            next_state <= LEFT;
                    end
                    RIGHT : begin
                        if(!ground)
                            next_state <= FALL_R;
                        else if(dig & ground)
                            next_state <= DIG_R;
                        else if(bump_right)
                            next_state <= LEFT;
                        else 
                            next_state <= RIGHT;
                    end
                    DIG_L : begin
                        if(!ground)
                            next_state <= FALL_L;
                        else
                            next_state <= DIG_L;
                    end
                    DIG_R : begin
                        if(!ground)
                            next_state <= FALL_R;
                        else
                            next_state <= DIG_R;
                    end
                    FALL_L : begin
                        if(ground)
                            next_state <= LEFT;
                        else 
                            next_state <= FALL_L;
                    end
                    FALL_R : begin
                        if(ground)
                            next_state <= RIGHT;
                        else 
                            next_state <= FALL_R;
                    end
                    default: 
                        next_state <= LEFT;
                endcase
        end
    end
    assign aaah = ((state == FALL_L) | (state == FALL_R));
    assign digging = ((state == DIG_L) | (state == DIG_R));
    assign walk_left = (state == LEFT);
    assign walk_right = (state == RIGHT);
endmodule
```
==> results.py <==
# Flow results
metrics = {
    "yosys": {
        "ys.warnings.count": 1,
        "adder_share_pct": 0,
        "ys_types": 13,
        "synthAoiAreaFrac_pct": 12.21,
        "simple_gate_area_share_pct": 34.35,
        "logic_family": "simple AND/OR/NAND/NOR gates",
        "ys_sh_mux_pct": 0,
        "synth_cells": 17,
        "syn_area_um2": 163.9,
        "ys_cells": 17,
        "yosys-stat-area_um2": 163.9,
        "synth_flops": 3,
        "xor_area_share_pct": 0,
        "synth_area_per_cell_um2": 9.642,
        "ys_seq_share_pct": 45.80,
    },
    "critical_path": {
        "reg2regPathDepth": 5,
        "worstSetupEndpointType": "output port",
        "crit_fanout": 5,
        "cp-startpoint": "next_state[2]$_DFF_PP0_",
        "worstSetupStartpointType": "register",
        "crit_chain": "buf_4 -> nor3_2 -> buf_2",
        "slowest_stage": "dfrtp_1",
        "cp.required_ns": 1.12,
        "r2r-end": "next_state[0]$_DFF_PP0_",
        "cp.depth": 3,
        "critPathTopFamily": "flip-flops",
        "critPathCapture": "walk_left",
        "reg2reg_slack_ns": 0.12,
        "path_buffers": 2,
        "crit_type": "register to output port",
        "cp.arrival_ns": 1.04,
        "r2r_start": "next_state[1]$_DFF_PP0_",
        "critPathMaxStageDelay_ns": 0.40,
    },
    "cts": {
        "clock_latency_ns": 0.23,
        "cts_sinks": 3,
        "cts_max_level": 1,
        "cts_buffers": 3,
        "cts.clk_slew.worst_paths_ns": 0.04,
        "cts.path.max_buffers": 2,
        "cts_tree": "done",
        "cts_root_buf": "clkbuf_4",
        "ctsHoldBuffers": 0,
    },
    "floorplan": {
        "rows": 21,
        "io_pins": 10,
        "fp.dieW_um": 80,
        "core_mm2": 0.003416,
        "die_y_um": 80,
        "fp_util_pct": 4.799,
        "die_area_mm2": 0.006400,
    },
    "sta": {
        "min_period_ns": 1.325,
        "skew_ns": 0.0004308,
        "fmax_ghz": 0.7549,
        "finalClockPeriodUsage_pct": 94.62,
        "slew_headroom_pct": 87.74,
        "setup_viol": 0,
        "whs_ns": 0.2101,
        "rsz0062_at_grt": "no",
        "worstMarginPinSlew_ns": 0.1835,
        "maxSlewViolCount": 0,
        "hold_viol_final": 0,
    },
    "power_and_ir_drop": {
        "p_seq_share_pct": 31.1,
        "clockPowerShare_pct": 44.5,
        "power_uw": 339.9,
        "worst_ir_drop_vdd_mv": 0.1427,
        "p_sw_share_pct": 24.43,
        "p_comb_share_pct": 24.4,
        "p_int_uw": 256.9,
        "power_density_mw_per_mm2": 887.8,
        "p_leak_uw": 0.0001639,
        "p_switching_uw": 83.04,
    },
    "drt": {
        "num_vias": 198,
        "antenna_cells": 0,
        "drc": 0,
        "vias_per_cell": 2.415,
        "postRouteAntennaNets": 0,
        "drt_iter0_drc": 5,
        "drt_wl_total_um": 590,
        "routedWlPerCell_um": 7.195,
        "firstDrtPassIters": 2,
    },
    "status": {
        "status": "finished, final reports clean",
    },
    "final_layout": {
        "largest_reg_flops": 3,
        "drive_gt1_share_pct": 41.67,
        "nFillCells": 398,
        "regMostFlops": "next_state",
        "area_growth_syn_to_layout_pct": 133.6,
        "largestRegisters": "next_state: 3 flops",
    },
    "grt": {
        "gr-usage-met2_pct": 2.970,
        "gr-usage-all-layers_pct": 1.785,
        "top_usage_layer": "met2",
        "antenna_found_initial": 0,
        "grtUsageMet3_pct": 0.2273,
        "grt_pass1_wl_um": 931,
        "grt_pass1_vias": 225,
        "gr-total-overflow": 0,
        "grt_max_degree": 6,
        "use_met1_pct": 1.868,
    },
    "flow_run": {
        "warning_count": 25,
        "drv_cap": 0,
    },
    "min_path": {
        "hp-class": "input port to async pin",
    },
    "place": {
        "io_buffers": 9,
        "gp_congestion": 0.6476,
    },
}
routing by layer:
layer	wire [um]	share of wire (%)
met5	0	0
met4	40	6.8
met3	32	5.4
met2	298	51
met1	219	37
worst reg2reg max path, cell delays in order, from the launching register on:
cell	delay, ns
dfrtp_1	0.40
buf_4	0.15
buf_4	0.14
nor4b_2	0.23
a221o_1	0.16
o21ai_0	0.07
layout by cell type (no fill, tap or decap), types with 2 or more instances in the layout:
cell             netlist  routed
buf_4                  0       7
buf_2                  1       2
dlygate4sd2_1          0       2
nor3_2                 0       2
clkdlybuf4s50_1        0       5
clkbuf_4               0       3
dfrtp_1                3       3
inv_1                  2       2
repair_timing:
item / 4_1_cts / 5_1_grt
setup buffers: 4 / 0
setup endpoints to repair: 4 / 0
resized: 10 / 0
kinds of logic after synthesis:
logic type	after synthesis
buffers and inverters	3
flip-flops	3
AND-OR/OR-AND	3
AND/OR/NAND/NOR	8
synthesized netlist by cell type:
library cell	instances	area, um2
a21oi_1	1	5.000
a221o_1	1	10.01
nor2b_1	1	6.260
buf_2	1	5.000
nor4b_2	1	15.01
and2b_1	1	7.510
nand4_1	1	6.260
inv_1	2	7.510
dfrtp_1	3	75.07
nor3_1	2	10.01
o21ai_0	1	5.000
nor3b_1	1	7.510
nor2_1	1	3.750
power groups by stage:
stage	Sequential [uW]	Clock, uW	Combinational (uW)
final	106	151	83.1
after global routing	108	164	93.1
after CTS	106	160	85.4
stage by stage:
| step | cell area, um2 | TNS [ns] | std cells | utilization (%) | setup slack (ns) |
|---|---|---|---|---|---|
| after floorplan | 163.9 | 0 | 17 | - | 0.3429 |
| after global placement | 329.1 | -0.008457 | 74 | 9.634 | -0.008457 |
| after detailed placement | 329.1 | 0 | 74 | 9.634 | 0.008673 |
| after CTS | 382.9 | 0 | 82 | 11.21 | 0.05422 |
| after global routing | 382.9 | 0 | 82 | 11.21 | 0.01029 |
| final | 382.9 | 0 | 82 | 11.21 | 0.07536 |
area by class of cell:
cell class / instances / area, um2 / area share [%]
repair buffers: 16 / 130.1 / 33.99
well taps: 46 / 57.56 / 15.03
clock buffers: 4 / 26.28 / 6.863
flip-flops and latches: 3 / 75.07 / 19.61
multi-input cells: 11 / 86.33 / 22.55
inverters: 2 / 7.507 / 1.961
worst min path at each step:
stage,slack (ns),start,endpoint,cells after the start
6_report,0.21,areset,next_state[1]$_DFF_PP0_,2
5_1_grt,0.24,areset,next_state[0]$_DFF_PP0_,2
4_1_cts,0.20,areset,next_state[1]$_DFF_PP0_,2
Power is estimated from default activity; no workload was simulated.
